### ./design.v
module MUX(in1, in2, in3, in4, in5, in6, in7, in8, in9, in10, in11, in12, in13, in14, in15, in16, sel, out);
input [31:0] in1, in2, in3, in4, in5, in6, in7, in8, in9, in10, in11, in12, in13, in14, in15, in16;
input [3:0] sel;
output [31:0] out;
reg [31:0] out;
always @*
begin
    case(sel)
        4'b0000: out = in1;
        4'b0001: out = in2;
        4'b0010: out = in3;
        4'b0011: out = in4;
        4'b0100: out = in5;
        4'b0101: out = in6;
        4'b0110: out = in7;
        4'b0111: out = in8;
        4'b1000: out = in9;
        4'b1001: out = in10;
        4'b1010: out = in11;
        4'b1011: out = in12;
        4'b1100: out = in13;
        4'b1101: out = in14;
        4'b1110: out = in15;
        4'b1111: out = in16;
        default: out = 32'bxxxxxxxxxxxxxxxxxxxxxxxxxxxxxxxx;
    endcase
end
endmodule
### ./run.sh
#!/bin/bash
# OpenROAD 26Q1-2900-gdf79404cd8, Yosys 0.63+post, stock flow scripts
make -C /OpenROAD-flow-scripts/flow DESIGN_CONFIG=/design/flow/config.mk WORK_HOME=/design/flow/orfs finish
### ./constraint.sdc
current_design MUX

set clk_period 6.7
set clk_io_pct 0.2

create_clock -name clk0 -period $clk_period

set non_clock_inputs [all_inputs -no_clocks]
set_input_delay [expr $clk_period * $clk_io_pct] -clock clk0 $non_clock_inputs
set_output_delay [expr $clk_period * $clk_io_pct] -clock clk0 [all_outputs]
### ./config.mk
export PLATFORM = sky130hd
export DESIGN_NAME = MUX
export DESIGN_NICKNAME = MUX
export VERILOG_FILES = /design/flow/design.v
export SDC_FILE = /design/flow/constraint.sdc
export NUM_CORES = 4
export LEC_CHECK = 1
export CORE_AREA = 10 10 216 216
export DIE_AREA = 0 0 226 226
==> flow_summary.ini <==
; generated from flow reports
[status]
status = finished clean

[synth]
synth_seq_share = 0
netlist_instances = 607
largest_area_cell = a22oi_1
synthTopCellsByArea = a22oi_1 15%, a22o_1 12%, a2111oi_2 7.3%, nand3_1 6.1%, a221oi_1 6.0%
yosys_warnings = 1
synthTopCellsByCount = 84 x a22oi_1, 56 x a22o_1, 50 x nand3_1, 40 x clkbuf_1, 39 x nor2_1
syn-cell-area_mm2 = 0.00410
yosysUniqueCellTypes = 46
syn_avg_cell_area_um2 = 6.75
yosys-stat-cells = 607
yosys.area.top_type_share = 0.154
yosys.cell_count.top_type = a22oi_1
ys_chip_area_mm2 = 0.00410

[placed_design]
place_hpwl_um = 38700
dp.cells = 1632
place_congestion = 0.907
port_buffers = 548

[final_layout]
flop_area_um2 = 0
fin_cells = 1632
flop-count = 0
synthToLayoutAreaGrowth_pct = 146
drive_above_1_share = 0.0576
clock_buffers = 0

[clock_tree]
post_cts_buffers = 0
hold_buffers = 0
cts.repair.resized = 0

[drt]
ant_nets = 0
post_drt_wl_per_cell_um = 28.6
drt-vias-per-instance = 4.82
route.vias.total = 7859
drc = 0
drtIter0Drc = 636
drt_wl_total_um = 46700
insertedDiodeCount = 0
first_pass_iters = 5

[power_and_ir_drop]
power.density_mw_per_mm2 = 68.4
max-vdd-ir-drop_mv = 0.0233
cellLeakagePower_nw = 3.38

[die]
fp.coreArea_mm2 = 0.0419
dieArea_mm2 = 0.0511
initial_core_util = 0.0976
io_pins = 548
fp.dieW_um = 226
die_h_um = 226
rows = 75

[hold_path]
hold_end = out[30]
hp-start = in1[30]
hold_depth = 4
hp-class = primary input to primary output

[grt]
grt_max_degree = 48
overflow = 0
antenna_found_initial = 0
grt_pass1_wl_um = 62800
grt_pass1_vias = 8433
grt.total_usage = 0.173

[critical_path]
max_stage_delay_ps = 560
cp-end-kind = primary output
startpoint_type = primary input
crit_path_top_delay_cell = buf_4
cp_max_fo = 43
crit_required_ps = 5360
cp_common_cell = buf_4
path_class = primary input to primary output
arrival_ps = 4310
crit_chain = buf_4 -> buf_4 -> and2_2 -> buf_4 -> a2111oi_2 -> a21oi_1 -> clkdlybuf4s50_1

[sta]
rsz0062_at_grt = no
tightest_slew_ps = 1100
hold_viol = 0
period_needed_ps = 5650
fmax_ghz = 0.177
setup_viol = 0
slew_headroom = 0.265
finalClockPeriodUsage = 0.843
slew_viol_final = 0
setup_tns_ps = 0

[job]
warning_count = 32
max_cap_violations = 0
==> cell usage in the layout (no fill, tap or decap), types with 3 or more instances in the layout <==
cell type        synthesis  layout
nand2_2                  1       3
clkdlybuf4s50_1          0     544
o32ai_1                  3       3
a21oi_1                 30      30
o32a_1                   3       3
a211oi_1                 4       4
a2111oi_2               20      20
nor2b_1                  8       3
a22oi_1                 84      84
nor3_1                   4       4
nand3_1                 50      50
nor2b_4                  0       5
a31oi_1                 28      28
nand2_1                 15      13
a211o_1                 23      23
nand2b_1                 5       5
mux2i_1                 24      24
a221oi_1                28      28
nor2_1                  39      35
o22ai_1                 32      32
a22o_1                  56      56
buf_4                    2      21
nor2_4                   0       3
o21ai_0                 38      38
a2111oi_0                3       3
==> area by class of cell <==
| class | count | area, um2 |
|---|---|---|
| timing repair buffer | 569 | 5650 |
| fill | 4598 | 31900 |
| tap | 539 | 674 |
| inverter | 3 | 11.3 |
| multi-input combinational | 521 | 3750 |
==> critical path: cells and delay by family <==
family / cells / cell delay, ps
AOI/OAI and AO/OA: 2 / 500
buffers and inverters: 4 / 2010
and+or+nand+nor: 1 / 400
==> metrics by stage <==
step                setup WS [ps]  cell area [um2]  power, mW  hold slack [ps]  utilization
floorplan                    2780             4100      0.205             2750            -
finish                       1050            10100      0.690             3620        0.241
global placement             1060            10100      0.693             3640        0.241
detailed placement            992            10100      0.691             3630        0.241
global route                  947            10100      0.730             3680        0.241
CTS                           998            10100      0.695             3630        0.241
==> where the power goes <==
group	switching, mW	internal [mW]	total, mW
Combinational	0.272	0.418	0.690
Clock	0	0	0
Sequential	0	0	0
==> worst max-delay path by stage <==
stage           from     end  slack (ps)  depth (start not counted)
global route  sel[0]  out[0]         950                          7
finish        sel[0]  out[0]        1050                          7
CTS           sel[0]  out[1]        1000                          7
==> layer usage <==
layer / vias up / part of all wire / track usage / wire (um)
met1: 3706 / 0.39 / 0.205 / 18100
met2: 555 / 0.49 / 0.299 / 22900
met5: - / 0 / 0 / 0
met3: 67 / 0.093 / 0.0465 / 4320
met4: 0 / 0.029 / 0.0455 / 1370
li1: 3531 / - / - / -
==> logic make-up (layout without fill, tap and decap cells) <==
logic type / after synthesis / in the layout / share of synthesized area
simple gates: 134 / 134 / 0.157
buf+inv: 86 / 572 / 0.101
compound gates: 363 / 363 / 0.683
mux: 24 / 24 / 0.0587
No activity file was given, so power comes from the tool's default toggle rates.
