**config.mk**
```make
export PLATFORM = sky130hd
export DESIGN_NAME = mux
export DESIGN_NICKNAME = mux
export VERILOG_FILES = /design/flow/design.v
export SDC_FILE = /design/flow/constraint.sdc
export NUM_CORES = 4
export LEC_CHECK = 1
export CORE_AREA = 10 10 216 216
export DIE_AREA = 0 0 226 226
```
**constraint.sdc**
```tcl
current_design mux

set clk_period 8.3
set clk_io_pct 0.2

create_clock -name clk0 -period $clk_period

set non_clock_inputs [all_inputs -no_clocks]
set_input_delay [expr $clk_period * $clk_io_pct] -clock clk0 $non_clock_inputs
set_output_delay [expr $clk_period * $clk_io_pct] -clock clk0 [all_outputs]
```
**design.v**
```verilog
module mux(clk, out_mux, sel,r0, r1, r2, r3, r4, r5, r6 ,r7, r8, r9, r10, r11, r12, r13, r14, r15);
input clk;
input [3:0] sel;
input [31:0] r0, r1, r2, r3, r4, r5, r6 ,r7, r8, r9, r10, r11, r12, r13, r14, r15;
output reg [31:0] out_mux;
always @*
begin 
	case(sel)
	4'b0000 : out_mux= r0;
	4'b0001 : out_mux= r1;
	4'b0010 : out_mux= r2;
	4'b0011 : out_mux= r3;
	4'b0100 : out_mux= r4;
	4'b0101 : out_mux= r5;
	4'b0110 : out_mux= r6;
	4'b0111 : out_mux= r7;
	4'b1000 : out_mux= r8;
	4'b1001 : out_mux= r9;
	4'b1010 : out_mux= r10;
	4'b1011 : out_mux= r11;
	4'b1100 : out_mux= r12;
	4'b1101 : out_mux= r13;
	4'b1110 : out_mux= r14;
	4'b1111 : out_mux= r15;
	default: out_mux=0;
	endcase
end 
endmodule 
```
**run.sh**
```bash
#!/bin/bash
# OpenROAD 26Q1-2900-gdf79404cd8, Yosys 0.63+post, stock flow scripts
make -C /OpenROAD-flow-scripts/flow DESIGN_CONFIG=/design/flow/config.mk WORK_HOME=/design/flow/orfs finish
```
==> results.json <==
{
  "wl_per_cell_um": 27.9,
  "status": "completed",
  "nFillCells": 4638,
  "tightest_slew_ps": 844,
  "stage_log_warnings": 33,
  "postCtsSetupBuffers": 0,
  "timing.max_slew.rel_slack": 0.436,
  "worstPathArrival_ps": 4990,
  "top_area_cell": "sky130_fd_sc_hd__a22oi_1",
  "area_leaders": "sky130_fd_sc_hd__a22oi_1 (15%), sky130_fd_sc_hd__a22o_1 (12%), sky130_fd_sc_hd__a2111oi_2 (7.3%)",
  "yosys.area_share.aoi": 0.683,
  "startpoint_type": "primary input",
  "placement_rows": 75,
  "max_freq_ghz": 0.150,
  "min_path_type": "primary input to output port",
  "critical_path_required_ps": 6640,
  "crit_path_max_incr_delay_ps": 690,
  "place_hpwl_um": 37600,
  "topCombFamilyByArea": "AND-OR/OR-AND gates",
  "xor_xnor_area_frac": 0,
  "final_layout_size_suffix_gt1_frac": 0.0586,
  "power_leakage_nw": 3.37,
  "min_period_ps": 6650,
  "die_y_extent_um": 226,
  "sum_of_overflow_across_all_layers_after_global_routing": 0,
  "top_cell_area_share": 0.154,
  "timing.max_cap.violations": 0,
  "grt_antenna_before_repair": 2,
  "via_per_inst": 4.80,
  "die_width_um": 226,
  "synthAdderAreaFrac": 0,
  "critPathKind": "primary input to output port",
  "synth_area_per_cell_um2": 6.75,
  "first_pass_iters": 5,
  "layout.area.seq_um2": 0,
  "path_cells": "buf_4, buf_4, nor2b_4, buf_4, a22oi_1, o22ai_1, a2111oi_2, a21oi_1, clkdlybuf4s50_1",
  "yosysCellCount": 607,
  "final_max_slew_viol_count": 0,
  "dr_total_vias": 7841,
  "dp_cells": 1632,
  "ctsHoldBuffers": 0,
  "critical_path.startpoint": "sel[0]",
  "grt_pass1_vias": 8427,
  "worstPathMaxFanout": 43,
  "boundaryPins": 549,
  "grt_usage": 0.168,
  "critPathCaptureType": "output port",
  "seq_area_frac_synth": 0,
  "totalNegativeSetupSlack_ps": 0,
  "core_util_floorplan": 0.0976,
  "maximum_number_of_pins_on_one_net_before_global_route_repair": 48,
  "ant_nets": 0,
  "power.ir.vdd_worst_v": 0.0000203,
  "hold_path_startpoint": "sel[2]",
  "grt_pass1_wl_um": 61000,
  "post_synth_num_cell_types": 46,
  "synthToLayoutAreaGrowth_pct": 146,
  "clock_buffers": 0,
  "diodes_inserted": 0,
  "ys_sh_mux": 0.0587,
  "floorplan.die_area_um2": 51100,
  "final.period_utilization": 0.801,
  "routabilityCongestion": 0.939,
  "timing_hold_violations_final": 0,
  "seq_cells": 0,
  "simple_gate_area_frac": 0.157,
  "placement.io_buffers": 548,
  "finish.cell_count_without_fillers": 1632,
  "cpMostUsedCell": "sky130_fd_sc_hd__buf_4",
  "powerDensity_nw_per_um2": 54.6,
  "grt_setup_unrepaired": "no",
  "synth_warnings": 1,
  "detail_route.iter0.violations": 502,
  "route.detailed.drc": 0,
  "routed_wl_um": 45600,
  "synthCells": 607,
  "slowest_stage": "sky130_fd_sc_hd__a2111oi_2",
  "resized_cells_post_cts": 0,
  "final-setup-viol-count": 0,
  "ys_chip_area_um2": 4100,
  "netlist_area_um2": 4100,
  "design.core.area_um2": 41900
}
## worst max-delay path, delay by kind of cell
family,cells,cell delay (ps)
simple gates,1,200
buf+inv,4,1810
compound gates,4,1220
## worst paths after layout
path / endpoint / slack, ps / depth (start not counted)
worst max-delay path: out_mux[0] / 1650 / 9
worst min-delay path: out_mux[27] / 4230 / 5
## power by group
part	total [W]	switching (W)	leakage (nW)	internal, W
registers	0	0	0	0
clock network	0	0	0	0
logic	0.000549	0.000214	3.37	0.000335
total	0.000549	0.000214	3.37	0.000335
## final cells by class
| type | count | area (µm²) | share of cell area |
|---|---|---|---|
| repair buffers | 569 | 5630 | 0.559 |
| multi-input cells | 521 | 3750 | 0.373 |
| well taps | 539 | 674 | 0.0670 |
| inverters | 3 | 11.3 | 0.00112 |
## synth_stat cells (2+ instances only)
library cell,instances
sky130_fd_sc_hd__a31oi_1,28
sky130_fd_sc_hd__a2111oi_0,3
sky130_fd_sc_hd__nand2_1,15
sky130_fd_sc_hd__inv_1,2
sky130_fd_sc_hd__mux2i_1,24
sky130_fd_sc_hd__o32ai_1,3
sky130_fd_sc_hd__nor2b_1,8
sky130_fd_sc_hd__nand3_1,50
sky130_fd_sc_hd__buf_2,31
sky130_fd_sc_hd__a221oi_1,28
sky130_fd_sc_hd__a22o_1,56
sky130_fd_sc_hd__and2_4,2
sky130_fd_sc_hd__buf_6,6
sky130_fd_sc_hd__buf_1,3
sky130_fd_sc_hd__nor3_1,4
sky130_fd_sc_hd__a21oi_1,30
sky130_fd_sc_hd__o221ai_1,2
sky130_fd_sc_hd__a22oi_1,84
sky130_fd_sc_hd__and3_1,2
sky130_fd_sc_hd__a211oi_1,4
sky130_fd_sc_hd__a2111oi_2,20
sky130_fd_sc_hd__nand2b_1,5
sky130_fd_sc_hd__buf_4,2
sky130_fd_sc_hd__and2_1,3
sky130_fd_sc_hd__a211o_1,23
sky130_fd_sc_hd__o22ai_1,32
sky130_fd_sc_hd__nor2_1,39
sky130_fd_sc_hd__a32o_1,2
sky130_fd_sc_hd__clkbuf_1,40
sky130_fd_sc_hd__o21ai_0,38
sky130_fd_sc_hd__o32a_1,3
## metrics by stage
step / power (W) / utilization / hold WS [ps] / setup slack (ps) / instance area, µm²
after floorplan: 0.000165 / - / 3390 / 3740 / 4100
after global placement: 0.000551 / 0.240 / 4270 / 1710 / 10100
after detailed placement: 0.000551 / 0.240 / 4260 / 1720 / 10100
after CTS: 0.000554 / 0.240 / 4260 / 1710 / 10100
after global routing: 0.000582 / 0.240 / 4270 / 1540 / 10100
final: 0.000549 / 0.240 / 4230 / 1650 / 10100
## kinds of logic (layout without fill, tap and decap cells)
group                  after synthesis  count (layout)
AND/OR/NAND/NOR                    134             134
buffers and inverters               86             572
AND-OR/OR-AND                      363             363
multiplexers                        24              24
## metal layers
| layer | GRT usage | routed length, µm | vias up |
|---|---|---|---|
| met5 | 0 | 0 | - |
| met4 | 0.0556 | 1570 | 0 |
| met3 | 0.0391 | 3690 | 83 |
| met2 | 0.300 | 22700 | 531 |
| met1 | 0.192 | 17600 | 3697 |
| li1 | - | - | 3530 |
## layout by cell type (no fill, tap or decap), drive strengths merged, types with 8 or more instances in the layout
cell           netlist  layout
a22o                56      56
nand3               50      50
a31oi               28      28
a22oi               84      84
nand2               16      16
a21oi               30      30
a221oi              28      28
mux2i               24      24
a211o               23      23
o21ai               38      38
clkdlybuf4s50        0     544
nor2                40      40
a2111oi             23      23
nor2b                8       8
buf                 42      25
o22ai               32      32
No activity file was given, so power comes from the tool's default toggle rates.
